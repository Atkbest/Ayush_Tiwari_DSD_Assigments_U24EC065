<file path="flow/run.sh">
#!/bin/bash
# OpenROAD 26Q1-2900-gdf79404cd8, Yosys 0.63+post, stock flow scripts
make -C /OpenROAD-flow-scripts/flow DESIGN_CONFIG=/design/flow/config.mk WORK_HOME=/design/flow/orfs finish
</file>
<file path="flow/config.mk">
export PLATFORM = sky130hd
export DESIGN_NAME = multiplier_8bit
export DESIGN_NICKNAME = multiplier_8bit
export VERILOG_FILES = /design/flow/design.v
export SDC_FILE = /design/flow/constraint.sdc
export NUM_CORES = 4
export LEC_CHECK = 1
export CORE_AREA = 10 10 112 112
export DIE_AREA = 0 0 122 122
</file>
<file path="flow/design.v">
module ha(input a,b, output sum,cout);
  assign {cout,sum}=a+b;
endmodule
module fa(input a,b,cin, output sum,cout);
  assign {cout,sum}=a+b+cin;
endmodule
module multiplier_8bit(input [7:0] a,b, output [15:0] o);
  wire [55:0] c;
  wire [41:0] s;
  assign o[0]=a[0]&b[0];
  ha ha1(.a(a[1]&b[0]),.b(a[0]&b[1]),.sum(o[1]),.cout(c[0]));
  ha ha2(.a(a[2]&b[0]),.b(a[1]&b[1]),.sum(s[0]),.cout(c[1]));
  ha ha3(.a(a[3]&b[0]),.b(a[2]&b[1]),.sum(s[1]),.cout(c[2]));
  ha ha4(.a(a[4]&b[0]),.b(a[3]&b[1]),.sum(s[2]),.cout(c[3]));
  ha ha5(.a(a[5]&b[0]),.b(a[4]&b[1]),.sum(s[3]),.cout(c[4]));
  ha ha6(.a(a[6]&b[0]),.b(a[5]&b[1]),.sum(s[4]),.cout(c[5]));
  ha ha7(.a(a[7]&b[0]),.b(a[6]&b[1]),.sum(s[5]),.cout(c[6]));
  fa fa1(.a(a[0]&b[2]),.b(s[0]),.cin(c[0]),.sum(o[2]),.cout(c[7]));
  fa fa2(.a(a[1]&b[2]),.b(s[1]),.cin(c[1]),.sum(s[6]),.cout(c[8]));
  fa fa3(.a(a[2]&b[2]),.b(s[2]),.cin(c[2]),.sum(s[7]),.cout(c[9]));
  fa fa4(.a(a[3]&b[2]),.b(s[3]),.cin(c[3]),.sum(s[8]),.cout(c[10]));
  fa fa5(.a(a[4]&b[2]),.b(s[4]),.cin(c[4]),.sum(s[9]),.cout(c[11]));
  fa fa6(.a(a[5]&b[2]),.b(s[5]),.cin(c[5]),.sum(s[10]),.cout(c[12]));
  fa fa7(.a(a[6]&b[2]),.b(a[7]&b[1]),.cin(c[6]),.sum(s[11]),.cout(c[13]));
  fa fa8(.a(a[0]&b[3]),.b(s[6]),.cin(c[7]),.sum(o[3]),.cout(c[14]));
  fa fa9(.a(a[1]&b[3]),.b(s[7]),.cin(c[8]),.sum(s[12]),.cout(c[15]));
  fa fa10(.a(a[2]&b[3]),.b(s[8]),.cin(c[9]),.sum(s[13]),.cout(c[16]));
  fa fa11(.a(a[3]&b[3]),.b(s[9]),.cin(c[10]),.sum(s[14]),.cout(c[17]));
  fa fa12(.a(a[4]&b[3]),.b(s[10]),.cin(c[11]),.sum(s[15]),.cout(c[18]));
  fa fa13(.a(a[5]&b[3]),.b(s[11]),.cin(c[12]),.sum(s[16]),.cout(c[19]));
  fa fa14(.a(a[6]&b[3]),.b(a[7]&b[2]),.cin(c[13]),.sum(s[17]),.cout(c[20]));
  fa fa15(.a(a[0]&b[4]),.b(s[12]),.cin(c[14]),.sum(o[4]),.cout(c[21]));
  fa fa16(.a(a[1]&b[4]),.b(s[13]),.cin(c[15]),.sum(s[18]),.cout(c[22]));
  fa fa17(.a(a[2]&b[4]),.b(s[14]),.cin(c[16]),.sum(s[19]),.cout(c[23]));
  fa fa18(.a(a[3]&b[4]),.b(s[15]),.cin(c[17]),.sum(s[20]),.cout(c[24]));
  fa fa19(.a(a[4]&b[4]),.b(s[16]),.cin(c[18]),.sum(s[21]),.cout(c[25]));
  fa fa20(.a(a[5]&b[4]),.b(s[17]),.cin(c[19]),.sum(s[22]),.cout(c[26]));
  fa fa21(.a(a[6]&b[4]),.b(a[7]&b[3]),.cin(c[20]),.sum(s[23]),.cout(c[27]));
  fa fa22(.a(a[0]&b[5]),.b(s[18]),.cin(c[21]),.sum(o[5]),.cout(c[28]));
  fa fa23(.a(a[1]&b[5]),.b(s[19]),.cin(c[22]),.sum(s[24]),.cout(c[29]));
  fa fa24(.a(a[2]&b[5]),.b(s[20]),.cin(c[23]),.sum(s[25]),.cout(c[30]));
  fa fa25(.a(a[3]&b[5]),.b(s[21]),.cin(c[24]),.sum(s[26]),.cout(c[31]));
  fa fa26(.a(a[4]&b[5]),.b(s[22]),.cin(c[25]),.sum(s[27]),.cout(c[32]));
  fa fa27(.a(a[5]&b[5]),.b(s[23]),.cin(c[26]),.sum(s[28]),.cout(c[33]));
  fa fa28(.a(a[6]&b[5]),.b(a[7]&b[4]),.cin(c[27]),.sum(s[29]),.cout(c[34]));
  fa fa29(.a(a[0]&b[6]),.b(s[24]),.cin(c[28]),.sum(o[6]),.cout(c[35]));
  fa fa30(.a(a[1]&b[6]),.b(s[25]),.cin(c[29]),.sum(s[30]),.cout(c[36]));
  fa fa31(.a(a[2]&b[6]),.b(s[26]),.cin(c[30]),.sum(s[31]),.cout(c[37]));
  fa fa32(.a(a[3]&b[6]),.b(s[27]),.cin(c[31]),.sum(s[32]),.cout(c[38]));
  fa fa33(.a(a[4]&b[6]),.b(s[28]),.cin(c[32]),.sum(s[33]),.cout(c[39]));
  fa fa34(.a(a[5]&b[6]),.b(s[29]),.cin(c[33]),.sum(s[34]),.cout(c[40]));
  fa fa35(.a(a[6]&b[6]),.b(a[7]&b[5]),.cin(c[34]),.sum(s[35]),.cout(c[41]));
  fa fa36(.a(a[0]&b[7]),.b(s[30]),.cin(c[35]),.sum(o[7]),.cout(c[42]));
  fa fa37(.a(a[1]&b[7]),.b(s[31]),.cin(c[36]),.sum(s[36]),.cout(c[43]));
  fa fa38(.a(a[2]&b[7]),.b(s[32]),.cin(c[37]),.sum(s[37]),.cout(c[44]));
  fa fa39(.a(a[3]&b[7]),.b(s[33]),.cin(c[38]),.sum(s[38]),.cout(c[45]));
  fa fa40(.a(a[4]&b[7]),.b(s[34]),.cin(c[39]),.sum(s[39]),.cout(c[46]));
  fa fa41(.a(a[5]&b[7]),.b(s[35]),.cin(c[40]),.sum(s[40]),.cout(c[47]));
  fa fa42(.a(a[6]&b[7]),.b(a[7]&b[6]),.cin(c[41]),.sum(s[41]),.cout(c[48]));
  ha ha8(.a(c[42]),.b(s[36]),.sum(o[8]),.cout(c[49]));
  fa fa43(.a(c[49]),.b(s[37]),.cin(c[43]),.sum(o[9]),.cout(c[50]));
  fa fa44(.a(c[50]),.b(s[38]),.cin(c[44]),.sum(o[10]),.cout(c[51]));
  fa fa45(.a(c[51]),.b(s[39]),.cin(c[45]),.sum(o[11]),.cout(c[52]));
  fa fa46(.a(c[52]),.b(s[40]),.cin(c[46]),.sum(o[12]),.cout(c[53]));
  fa fa47(.a(c[53]),.b(s[41]),.cin(c[47]),.sum(o[13]),.cout(c[54]));
  fa fa48(.a(c[54]),.b(a[7]&b[7]),.cin(c[48]),.sum(o[14]),.cout(o[15]));
endmodule
</file>
<file path="flow/constraint.sdc">
current_design multiplier_8bit

set clk_period 12.1
set clk_io_pct 0.2

create_clock -name clk0 -period $clk_period

set non_clock_inputs [all_inputs -no_clocks]
set_input_delay [expr $clk_period * $clk_io_pct] -clock clk0 $non_clock_inputs
set_output_delay [expr $clk_period * $clk_io_pct] -clock clk0 [all_outputs]
</file>
==> flow_summary_export.csv <==
group,metric,value,unit
status,outcome,"finished clean",
final_layout,comb_area,1430,um^2
placement,dp_hpwl,2970,um
timing,setup_viol,0,
hold_path,holdCritStartpoint,"b[0]",
placement,place.gp.congestion,0.791,
worst_setup_path,cp_slowest_cell,"fa_1",
timing,final.setup.worst_slack,0.350,ns
timing,period_needed,11.75,ns
global_routing,grt_pass1_wl,6170,um
global_routing,track_usage,4.93,%
worst_setup_path,crit_fanout,3,
yosys,synth_area,1670,um^2
pwr,p_per_area,126,nW/um^2
timing,fin_tns_setup,0,ns
yosys,ys_cells,174,
die,chipArea,14900,um^2
timing,tightest_slew,0.356,ns
worst_setup_path,cpPeakStageDelay,0.53,ns
routing,drtIter0Drc,34,
yosys,synth_area_per_cell,9.60,um^2
hold_path,worstHoldPathCells,4,
timing,hold_violations,0,
final_layout,utilization,20.7,%
worst_setup_path,cpMostUsedCell,"fa_1",
global_routing,first_global_vias,1290,
global_routing,gr-total-overflow,0,
worst_setup_path,startpoint,"a[4]",
yosys,synth_top_area_share,57.5,%
pwr,peakVddDrop,61.5,uV
routing,drt_first_pass_iters,4,
placement,port_buffers,32,
worst_setup_path,critical_path_arrival,9.33,ns
routing,wl,3130,um
routing,insertedDiodeCount,0,
routing,drc_errors,0,
final_layout,nFillCells,1110,
yosys,yosysUniqueCellTypes,6,
worst_setup_path,path_class,"input port to output port",
final_layout,regArea,0,um^2
worst_setup_path,critPathRequiredTime,9.68,ns
die,num_rows,37,
yosys,ys_warn_count,0,
global_routing,grt_max_degree,9,
final_layout,clock_buffers,0,
run,warnings,32,
worst_setup_path,crit_path_end_kind,"output port",
yosys,synth.most_common_cell,"fa_1",
placement,dp_slack,-0.0183,ns
yosys,ys_area,1670,um^2
routing,vias,1067,
final_layout,syn_to_final_growth,26.6,%
die,core_area,10200,um^2
timing,final.period_utilization,97.1,%
die,die_h,122,um
timing,maxSlewViolCount,0,
pwr,power,0.266,mW
yosys,topCellsByArea,"fa_1, and2_1, inv_1, buf_4, ha_1",
yosys,largest_area_cell,"fa_1",
worst_setup_path,path_cells,"clkdlybuf4s50_1, and2_1, ha_1, inv_1, fa_1, inv_1, fa_2, fa_2, fa_1, fa_2, fa_1, ha_1, fa_1, fa_1, fa_2, fa_1, fa_1, fa_1, clkdlybuf4s50_1",
yosys,synth_seq_share,0,%
final_layout,drive_gt1_share,6.12,%
pwr,leakagePower,0.995,nW
final_layout,flops,0,
die,ios,32,
worst_setup_path,startpoint_type,"input port",
yosys,top_cells_by_count,"fa_1, and2_1, inv_1",
die,floorplan.core_util,16.3,%
routing,ant_nets,0,
timing,relSlewSlack,76.2,%
clock_tree,cts_setup_buffers,0,
timing,fmax,85.1,MHz
routing,wl_per_cell,9.44,um
hold_path,min_path_type,"input port to output port",
routing,vias_per_cell,3.21,
timing,rsz0062_at_grt,"no",
die,die_w,122,um
yosys,synthCells,174,
global_routing,antenna_found_initial,0,
run,max_cap_viol_count,0,
-- repair_timing --
item | in CTS | in global routing
gates resized | 1 | 12
hold buffers | 0 | 0
setup endpoints to repair | 1 | 2
-- metrics by stage --
| step | std cells | instance area [um^2] | hold slack [ns] |
|---|---|---|---|
| global placement | 332 | 2090 | 6.02 |
| finish | 332 | 2110 | 5.72 |
| global route | 332 | 2110 | 5.78 |
| detailed placement | 332 | 2090 | 6.02 |
| floorplan | 174 | 1670 | 4.91 |
| CTS | 332 | 2080 | 5.99 |
-- final timing paths --
path / to / slack (ns)
hold / removal: o[0] / 5.72
setup / recovery: o[14] / 0.35
-- metal layers --
layer / vias to the layer above / track usage [%] / wire length [um]
li1: 520 / - / -
met1: 519 / 7.94 / 1690
met2: 28 / 7.30 / 1240
met4: 0 / 0 / 0
met3: 0 / 0.751 / 208
met5: - / 0 / 0
-- cell type report --
class / count / area share, %
inverter: 39 / 6.92
multi-input combinational: 120 / 67.6
tap: 136 / 8.05
timing repair buffer: 37 / 17.5
-- layout by cell type (no fill, tap or decap) --
cell type / count
clkdlybuf4s50_1: 26
fa_1: 41
inv_1: 39
fa_2: 7
dlymetal6s2s_1: 5
dlygate4sd2_1: 1
nand2_1: 20
ha_1: 8
buf_4: 5
and2_1: 44
-- where the power goes --
| part | total (mW) | switching (mW) | internal, mW |
|---|---|---|---|
| Combinational | 0.266 | 0.0989 | 0.167 |
| Clock | 0 | 0 | 0 |
| Sequential | 0 | 0 | 0 |
-- worst max-delay path, delay by kind of cell --
kind / cells / cell delay, ns
AND/OR/NAND/NOR: 1 / 0.13
adder cells (fa/ha/maj): 14 / 5.72
buffers and inverters: 4 / 1.06
-- logic make-up after synthesis --
family | synth area share (%)
simple gates | 21.0
fa+ha+maj | 63.5
buf+inv | 15.5
Power and IR drop assume default switching activity.
