==> flow/design.v <==
`timescale 1ns / 1ps
module booth_8bit(
    input wire signed [7:0] in_a, in_b,
    output reg signed [15:0] o_prod
);
    reg signed [16:0] prod;
    reg q_;
    integer i;
    always @(*) begin
        q_ = 1'b0;                    
        prod = {8'b0, in_b, q_};     
        for (i = 0; i < 8; i = i + 1) begin
            case (prod[1:0])
                2'b01: prod[16:9] = prod[16:9] + in_a;  
                2'b10: prod[16:9] = prod[16:9] - in_a;  
                default: ;                               
            endcase
            prod = $signed(prod) >>> 1;                  
        end
        o_prod = prod[16:1];                              
    end
endmodule
==> flow/run.sh <==
#!/bin/bash
# OpenROAD 26Q1-2900-gdf79404cd8, Yosys 0.63+post, stock flow scripts
make -C /OpenROAD-flow-scripts/flow DESIGN_CONFIG=/design/flow/config.mk WORK_HOME=/design/flow/orfs finish
==> flow/config.mk <==
export PLATFORM = sky130hd
export DESIGN_NAME = booth_8bit
export DESIGN_NICKNAME = booth_8bit
export VERILOG_FILES = /design/flow/design.v
export SDC_FILE = /design/flow/constraint.sdc
export NUM_CORES = 4
export LEC_CHECK = 1
export CORE_UTILIZATION = 40
==> flow/constraint.sdc <==
current_design booth_8bit

set clk_period 27.7
set clk_io_pct 0.2

create_clock -name clk0 -period $clk_period

set non_clock_inputs [all_inputs -no_clocks]
set_input_delay [expr $clk_period * $clk_io_pct] -clock clk0 $non_clock_inputs
set_output_delay [expr $clk_period * $clk_io_pct] -clock clk0 [all_outputs]
==> reports/metrics.json <==
{
  "grt": {
    "grt-ovfl-total": 0,
    "grt_pass1_vias": 4414,
    "gr-usage-all-layers_pct": 20.6,
    "grt_pass1_wl_um": 21100,
    "pin_count_of_the_biggest_net_entering_global_routing": 24,
    "initial_antenna_violation_count": 0
  },
  "job": {
    "log.warning_count": 32,
    "max-cap-violations": 0
  },
  "logic_synthesis": {
    "yosys_warnings": 1,
    "top_cells_by_count": "sky130_fd_sc_hd__nor2_1 (73), sky130_fd_sc_hd__xnor2_1 (56), sky130_fd_sc_hd__ha_1 (52)",
    "yosysSeqAreaShare_pct": 0,
    "synth_cell_type_count": 95,
    "synth_top_area_share_pct": 13.7,
    "post_synth_inst_count": 658,
    "ys_area_um2": 4760,
    "ys_top_cells_by_area": "sky130_fd_sc_hd__ha_1 (14%), sky130_fd_sc_hd__xnor2_1 (10%), sky130_fd_sc_hd__nor2_1 (5.8%), sky130_fd_sc_hd__mux2i_1 (4.8%), sky130_fd_sc_hd__a21oi_1 (4.2%)",
    "number_of_standard_cells_reported_by_yosys": 658,
    "synthesis.area_um2": 4760,
    "synthMostInstantiatedCell": "sky130_fd_sc_hd__nor2_1",
    "synth_area_per_cell_um2": 7.23,
    "yosysTopAreaCell": "sky130_fd_sc_hd__ha_1"
  },
  "cells_and_area": {
    "drive_gt1_share_pct": 9.08,
    "final_core_utilization_pct": 44.6,
    "areaGrowthSynthToFinish_pct": 7.89,
    "multiInputGateArea_um2": 4440,
    "nFlopsAndLatches": 0,
    "num-clock-buffers": 0,
    "fillerInstances": 1174,
    "regArea_um2": 0
  },
  "drt": {
    "drt_first_iter_violations": 196,
    "wl_um": 12000,
    "post-route-drc-count": 0,
    "routed_via_density": 5.75,
    "route.vias.total": 4626,
    "wl_per_cell_um": 14.9,
    "detailedRoute.firstPassIterationCount": 22,
    "ant_nets": 0,
    "antenna_cells": 0
  },
  "clock_network": {
    "postCtsSetupRepairBufs": 0,
    "cts_repair_resize_count": 0,
    "cts_hold_buf": 0
  },
  "critical_path": {
    "critPathKind": "in2out",
    "worstSetupStartpointType": "input pin",
    "required_ns": 22.16,
    "crit_path_max_fanout": 12,
    "endpoint_kind": "primary output",
    "critical_path.n_buffers_inverters": 6,
    "slowest_delay_ns": 0.62,
    "cpMostUsedCell": "sky130_fd_sc_hd__ha_1",
    "slowest_stage": "sky130_fd_sc_hd__clkdlybuf4s50_1",
    "worst_ep_arrival_time_ns": 17.50,
    "cp_top_family": "simple AND/OR/NAND/NOR gates"
  },
  "floorplan": {
    "floorplan.io_pins": 32,
    "die-height_um": 111,
    "fp-utilization_pct": 41.3,
    "design.core.area_um2": 11500,
    "core_rows": 39,
    "die_x_um": 111,
    "chipArea_um2": 12300
  },
  "min_path": {
    "number_of_cells_traversed_by_the_worst_hold_path": 4,
    "hold_path.startpoint": "in_b[0]",
    "worst_hold_path.endpoint": "o_prod[1]",
    "hold_path_class": "in2out"
  },
  "sta": {
    "grt_setup_unrepaired": "false",
    "final-setup-viol-count": 0,
    "finalHoldViolations": 0,
    "tns_ns": 0,
    "min_period_ns": 23.04,
    "worst_max_slew_margin_expressed_relative_to_the_limit_pct": 43.9,
    "maxClockFrequency_ghz": 0.0434,
    "layout_worst_path_cycle_share_pct": 83.2,
    "final-max-slew-violation-count": 0,
    "tightest_slew_ns": 0.839
  },
  "status": {
    "status": "finished clean"
  },
  "placement": {
    "placement.io_buffers": 32,
    "place_congestion": 0.868,
    "post-dp-hpwl_um": 10000
  },
  "power_and_ir_drop": {
    "vdd_drop_max_mv": 0.0822,
    "power_per_cell_area_nw_per_um2": 120,
    "power.leakage_uw": 0.00214
  }
}
==> placed cells by master, fill, tap and decap left out, types with 6 or more instances in the layout <==
| master | instances |
|---|---|
| sky130_fd_sc_hd__xnor2_1 | 56 |
| sky130_fd_sc_hd__nor2b_1 | 14 |
| sky130_fd_sc_hd__mux2_2 | 10 |
| sky130_fd_sc_hd__nor4_1 | 6 |
| sky130_fd_sc_hd__xor2_1 | 16 |
| sky130_fd_sc_hd__or2_2 | 6 |
| sky130_fd_sc_hd__or3_1 | 6 |
| sky130_fd_sc_hd__nor3_1 | 21 |
| sky130_fd_sc_hd__nand2_1 | 35 |
| sky130_fd_sc_hd__nand3_1 | 13 |
| sky130_fd_sc_hd__nor2_1 | 73 |
| sky130_fd_sc_hd__a21o_1 | 16 |
| sky130_fd_sc_hd__o31ai_1 | 8 |
| sky130_fd_sc_hd__ha_1 | 52 |
| sky130_fd_sc_hd__o21ai_0 | 35 |
| sky130_fd_sc_hd__mux2i_1 | 23 |
| sky130_fd_sc_hd__fa_1 | 7 |
| sky130_fd_sc_hd__clkdlybuf4s50_1 | 32 |
| sky130_fd_sc_hd__inv_1 | 42 |
| sky130_fd_sc_hd__and2_1 | 9 |
| sky130_fd_sc_hd__and3_1 | 8 |
| sky130_fd_sc_hd__nand2b_1 | 10 |
| sky130_fd_sc_hd__a21oi_1 | 40 |
==> cell type report <==
class	instances	share of cell area, %
well taps	143	3.48
repair buffers	35	6.68
multi-input cells	581	86.5
inverters	45	3.31
==> worst max-delay path by stage <==
| stage | depth (start not counted) | startpoint | endpoint | slack, ns |
|---|---|---|---|---|
| after CTS | 53 | in_a[0] | o_prod[14] | 4.64 |
| final | 53 | in_a[0] | o_prod[15] | 4.66 |
| after global routing | 53 | in_a[0] | o_prod[15] | 3.46 |
==> cells by family (layout without fill, tap and decap cells) <==
family          count (synthesis)  in the layout  synth area share, %
compound gates                174            174                 26.9
xor+xnor                       77             77                 15.0
fa+ha+maj                      59             59                 16.6
buf+inv                        77             80                 6.65
mux                            37             37                 8.28
simple gates                  234            234                 26.6
==> layer usage <==
layer	vias to the layer above	part of all wire (%)	track usage [%]
li1	2389	-	-
met1	2130	46	29.1
met2	103	48	36.2
met3	4	5.5	1.28
met4	0	0.46	1.17
met5	-	0	0
==> report_power, final <==
group / internal [uW] / switching (uW) / leakage (uW)
clock: 0 / 0 / 0
sequential: 0 / 0 / 0
combinational: 325 / 291 / 0.00214
total: 325 / 291 / 0.00214
==> through the flow <==
| step | hold WS, ns | cell area [um^2] | total power (uW) | cells | worst slack, ns |
|---|---|---|---|---|---|
| 6_report | 12.35 | 5130 | 616 | 804 | 4.66 |
| 5_1_grt | 12.41 | 5130 | 698 | 804 | 3.46 |
| 4_1_cts | 12.36 | 5130 | 622 | 804 | 4.64 |
| 3_5_place_dp | 12.35 | 5130 | 618 | 804 | 4.66 |
| 3_3_place_gp | 12.36 | 5130 | 611 | 804 | 4.96 |
| 2_1_floorplan | 11.16 | 4760 | 454 | 658 | 6.90 |
Power is estimated from default activity; no workload was simulated.
