==> /design/flow/design.v <==
module reg_16x16(input [15:0] in_w_data, input [3:0] in_w_add, in_r_add1, in_r_add2, input in_w_en, in_clk, in_rst, output reg [15:0] o_r_data1, o_r_data2);
  reg [15:0] reg_file [0:15];
  integer i;
  always @(posedge in_clk or posedge in_rst) begin
    if(in_rst) begin
      for(i=0;i<16;i=i+1)
        reg_file[i]<=16'b0;
    end
    else if(in_w_en) begin
      reg_file[in_w_add]<=in_w_data;
    end
  end
  always @(*) begin
    o_r_data1=reg_file[in_r_add1];
    o_r_data2=reg_file[in_r_add2];
  end
endmodule
==> /design/flow/run.sh <==
#!/bin/bash
# OpenROAD 26Q1-2900-gdf79404cd8, Yosys 0.63+post, stock flow scripts
make -C /OpenROAD-flow-scripts/flow DESIGN_CONFIG=/design/flow/config.mk WORK_HOME=/design/flow/orfs finish
==> /design/flow/config.mk <==
export PLATFORM = sky130hd
export DESIGN_NAME = reg_16x16
export DESIGN_NICKNAME = reg_16x16
export VERILOG_FILES = /design/flow/design.v
export SDC_FILE = /design/flow/constraint.sdc
export NUM_CORES = 4
export LEC_CHECK = 1
export CORE_UTILIZATION = 30
==> /design/flow/constraint.sdc <==
current_design reg_16x16

set clk_period 3.9
set clk_io_pct 0.2

create_clock -name clk0 -period $clk_period [get_ports {in_clk}]

set non_clock_inputs [all_inputs -no_clocks]
set_input_delay [expr $clk_period * $clk_io_pct] -clock clk0 $non_clock_inputs
set_output_delay [expr $clk_period * $clk_io_pct] -clock clk0 [all_outputs]
==> results.ini <==
[status]
outcome=complete, no violations

[critical_path]
r2r_cells=1
cpPeakStageDelay_ns=0.60
worst_setup_path_end_kind=output pin
cp-start-kind=primary input
critical_path_required_ns=3.12
cp_max_fo=20
cp.arrival_ns=3.08
r2r-start=reg_file[15][12]$_DFFE_PP0P_
slowest_stage=or4b_2
crit_chain=clkdlybuf4s50_1 > buf_4 > buf_12 > or4b_2 > a21oi_1 > a2111oi_0 > a31oi_1 > clkdlybuf4s50_1
path_buffers=4
r2r_end=reg_file[15][12]$_DFFE_PP0P_
path_class=primary input to output pin
r2r_slack_ns=3.08
critical_path.most_common_cell=clkdlybuf4s50_1
critical_path.top_delay_family=buffers and inverters

[sta]
hold_viol=0
finalMaxSlewViolations=0
relSlewSlack_pct=54.7
rsz0062_at_grt=false
finalCriticalPeriod_ns=3.86
tightest_slew_ns=0.677
max_clock_freq_mhz=259
min_period_over_period_pct=98.9
skew_ns=0
fin_hold_ws_ns=0.507
setup_viol=0
finalSetupTns_ns=0

[clock_network]
post-cts-setup-buffer-count=0
cts_tree=yes
clockBufferDepth=3
clock-sinks=256
clockRootBuffer=clkbuf_16
clkLatencyLatePin_ns=0.58
clk_pin_slew_ns=0.06
htreeDepth=1
cts-buffers-inserted=29

[routing]
avgRoutedWirePerCell_um=25.6
drt_iter0_markers=1019
num_vias=11392
drcViolationCount=0
n_antenna_cell=0
drt-vias-per-instance=5.77
dr.pass1.iters=18
postRouteWirelength_mm=50.7
ant_nets=0

[logic_synthesis]
ys_sh_mux_pct=26.6
fa_ha_area_share_pct=0
flop_cell=dfrtp_1
syn_area_sq_um=14400
async_flop_share_pct=100
aoi_share_pct=14.2
simple_gate_share_pct=10.1
synth.logic.top_family=multiplexers
yosysWarnings=2
ys.flops=256
common_cells=mux2_2 (278), dfrtp_1 (256), buf_2 (58)
ys_sh_xor_pct=0
area_leaders=dfrtp_1 (45%), mux2_2 (22%), mux2i_1 (2.8%)
ys_cells=1236
most_common_cell=mux2_2
ys_types=62
yosysTopAreaCell=dfrtp_1
avgSynthCellArea_sq_um=11.6
netlist_instances=1236
yosys_area_sq_um=14400
synth_top_area_share_pct=44.6
ys_seq_share_pct=44.6
edf_count=0

[floorplan]
rows=79
die-area_sq_um=48700
initCoreUtil_pct=30.6
core_sq_um=46900
io_pins=63
die-height_um=221
dieWidth_um=221

[global_route]
grt.total_usage_pct=21.6
grt_pass1_vias=11398
grt_pass1_wl_mm=75.0
grt.overflow.total=0
antenna_found_initial=0
grt_max_degree=102

[cells_and_area]
top_regs=reg_file: 256 flops
largest_register_ffs=256
fin_util_pct=37.0
syn_to_final_growth_pct=20.7
largest-register=reg_file
drive_gt1_share_pct=37.0

[power]
power_density_nw_per_um2=480
power.leakage_nw=7.09
power_mw=8.32
vdd_ir_drop_max_v=0.000382

[placed_design]
gp_congestion=0.971
post-dp-hpwl_mm=33.3
numPortBuffers=62

[hold_path]
min_to=reg_file[1][12]$_DFFE_PP0P_
worstHoldStart=reg_file[1][12]$_DFFE_PP0P_
hp-class=register to register
hold_depth=1

[run]
maxCapViolations=0
warnings=28

==> per-stage QoR <==
stage | instances | setup WS [ns] | cell area, sq um
2_1_floorplan | 1236 | -0.252 | 14400
3_3_place_gp | 1924 | -0.0410 | 16400
3_5_place_dp | 1924 | 0.000660 | 16400
4_1_cts | 1975 | 0.0119 | 17300
5_1_grt | 1975 | 0.00947 | 17300
6_report | 1975 | 0.0426 | 17300
==> worst max path at each step <==
stage | start | endpoint | cells past startpoint
after CTS | in_r_add1[2] | o_r_data1[11] | 8
final | in_r_add1[0] | o_r_data1[14] | 8
after global routing | in_r_add2[3] | o_r_data2[7] | 9
==> power by group <==
| group | leakage (nW) | internal [mW] | switching, mW |
|---|---|---|---|
| clock network | 0.450 | 1.54 | 1.10 |
| logic | 3.50 | 1.09 | 0.787 |
| registers | 3.14 | 3.28 | 0.514 |
| total | 7.09 | 5.92 | 2.40 |
==> area by class of cell <==
cell class | instances | area (sq um)
Fill cell | 4496 | 29500
Multi-Input combinational cell | 844 | 7380
Sequential cell | 256 | 6410
Timing Repair Buffer | 196 | 1790
Clock buffer | 44 | 842
Tap cell | 607 | 759
Inverter | 21 | 82.6
Clock inverter | 7 | 67.6
==> cells in the final DEF, fill, tap and decap left out, types with 5 or more instances in the layout <==
| cell | synthesis | routed |
|---|---|---|
| mux4_2 | 11 | 11 |
| a211oi_1 | 7 | 5 |
| dfrtp_1 | 256 | 256 |
| clkbuf_16 | 0 | 29 |
| and2_1 | 9 | 9 |
| a32oi_1 | 7 | 7 |
| o21ai_0 | 13 | 12 |
| nor2b_1 | 34 | 30 |
| mux2_2 | 278 | 278 |
| clkbuf_1 | 44 | 9 |
| a2111oi_0 | 16 | 14 |
| o32a_1 | 10 | 10 |
| buf_4 | 11 | 118 |
| a22o_1 | 19 | 19 |
| nand3b_1 | 40 | 40 |
| nor2_2 | 7 | 10 |
| o221ai_1 | 5 | 5 |
| a41oi_1 | 10 | 6 |
| a222oi_1 | 12 | 12 |
| buf_12 | 0 | 15 |
| and3_1 | 11 | 11 |
| o2bb2ai_1 | 7 | 7 |
| o22ai_1 | 14 | 14 |
| nand2_1 | 35 | 35 |
| inv_1 | 19 | 18 |
| nor2_1 | 41 | 38 |
| buf_2 | 58 | 6 |
| a31oi_1 | 7 | 7 |
| a22oi_1 | 38 | 38 |
| clkbuf_8 | 0 | 6 |
| a21oi_1 | 38 | 38 |
| a221o_1 | 5 | 5 |
| a221oi_1 | 17 | 16 |
| o22a_1 | 14 | 14 |
| mux2i_1 | 40 | 40 |
| clkdlybuf4s50_1 | 0 | 56 |
| nand2b_1 | 26 | 26 |
| nand3_1 | 13 | 13 |
==> what timing repair did <==
action                                  4_1_cts  5_1_grt
pin swaps                                     0        1
hold endpoints to repair                      0        0
resized                                       4        9
endpoints found under the setup margin        3       10
hold buffers                                  0        0
==> logic make-up (layout without fill, tap and decap cells) <==
| group | after synthesis | in the layout |
|---|---|---|
| mux | 333 | 333 |
| compound gates | 263 | 263 |
| flops | 256 | 256 |
| simple gates | 248 | 248 |
| buf+inv | 136 | 268 |
==> metal layers <==
layer | track usage, % | vias to the layer above | part of all wire, %
li1 | - | 4924 | -
met3 | 6.11 | 158 | 9.8
met2 | 32.2 | 616 | 44
met1 | 30.0 | 5694 | 41
met5 | 0 | - | 0
met4 | 9.11 | 0 | 5.2
Power is estimated from default activity; no workload was simulated.
